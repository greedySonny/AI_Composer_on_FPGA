===== /design/flow/constraint.sdc =====
current_design lfsr

set clk_period 2.1
set clk_io_pct 0.2

create_clock -name clk0 -period $clk_period [get_ports {clk}]

set non_clock_inputs [all_inputs -no_clocks]
set_input_delay [expr $clk_period * $clk_io_pct] -clock clk0 $non_clock_inputs
set_output_delay [expr $clk_period * $clk_io_pct] -clock clk0 [all_outputs]

===== /design/flow/run.sh =====
#!/bin/bash
# OpenROAD 26Q1-2900-gdf79404cd8, Yosys 0.63+post, stock flow scripts
make -C /OpenROAD-flow-scripts/flow DESIGN_CONFIG=/design/flow/config.mk WORK_HOME=/design/flow/orfs finish

===== /design/flow/config.mk =====
export PLATFORM = sky130hd
export DESIGN_NAME = lfsr
export DESIGN_NICKNAME = lfsr
export VERILOG_FILES = /design/flow/design.v
export SDC_FILE = /design/flow/constraint.sdc
export NUM_CORES = 4
export LEC_CHECK = 1
export CORE_AREA = 10 10 114 114
export DIE_AREA = 0 0 124 124

===== /design/flow/design.v =====
module lfsr#(
    parameter DW = 40
)
(
    input clk,
    input rst_n,
    input seed_en,
    input [31:0] seed_in,
    output wire [DW-1:0] dout
);
    reg [DW:1] r_LFSR;
    wire r_XNOR = r_LFSR[32] ^~ r_LFSR[22] ^~ r_LFSR[2] ^~ r_LFSR[1];
    always @(posedge clk, negedge rst_n) begin
        if(!rst_n) r_LFSR <= 0;
        else if(seed_en) r_LFSR <= seed_in;
        else r_LFSR <= {r_LFSR[DW-1:1], r_XNOR};
    end
    assign dout = r_LFSR[DW:1];
    wire dout_line = dout < {(DW-1){1'b1}}+1;
    reg [31:0]dout_less_cnt; reg [31:0]dout_more_cnt;
    always @(posedge clk,negedge rst_n) begin
        if(!rst_n) dout_less_cnt <= 0;
        else if(dout_line) dout_less_cnt <= dout_less_cnt + 1;
    end
    always @(posedge clk,negedge rst_n) begin
        if(!rst_n) dout_more_cnt <= 0;
        else if(!dout_line) dout_more_cnt <= dout_more_cnt + 1;
    end
endmodule

==> flow_summary.ini <==
; implementation run metrics
[status]
status = finished clean

[finish]
final_cell_area_sq_um = 2460
final_util = 0.236
syn_to_final_growth_pct = 67.0
regMostFlops = r_LFSR
drive_gt1_frac = 0.249
largest_register_ffs = 40
top_regs = r_LFSR: 40 flops
final_cells = 305
fillers = 1102

[job]
cap_violations = 0
tool_warnings = 25

[floorplan]
die_area_sq_um = 15400
ios = 75
rows = 37
initial_core_util = 0.142
core_area_sq_um = 10400
die.size.y_microns = 124
die_w_microns = 124

[detailed_routing]
via_per_inst = 3.21
routed_wirelength_microns = 4260
ant_nets = 0
n_antenna_cell = 0
drt_pass1_iterations = 3
drt_iter0_markers = 32
drc = 0
num_vias = 980
wl_per_cell_microns = 14.0

[timing]
rsz0062_at_grt = no
finalSetupTns_ns = 0
finalSetupViolCount = 0
slew_headroom = 0.581
finalHoldViolations = 0
fin_crit_sh = 0.775
fmax_ghz = 0.615
finClkSkew_ns = 0.00270
slew_viol_final = 0
tightest_slew_ns = 0.628
hold_slack_ns = 0.147
setup_ws_ns = 0.473
period_minus_slack_ns = 1.63

[clock_tree]
path_clk_slew_ns = 0.08
cts_tree = done
holdBufCountCts = 0
cts_made_buffers = 5
post-cts-setup-buffers = 0
root_buffer = clkbuf_8
cts_resized = 0
cts.htree.levels = 2
cts_sinks = 40
clk_latency_ns = 0.28
cts_buffer_depth = 2

[grt]
grt_max_degree = 27
overflow = 0
grt_pass1_vias = 1159
antenna_found_initial = 0
grt_use_total = 0.0534
grt_pass1_wl_microns = 6380

[setup_path]
start_kind = flip-flop
crit_chain = clkdlybuf4s50_1
slowest_stage = clkdlybuf4s50_1
max_stage_delay_ns = 0.51
path_buffers = 1
path_delay_family = buffers and inverters
cp.arrival_ns = 1.21
crit_fanout = 3
cp_data_required_time_ns = 1.68
critical_path_class = reg -> out
end_kind = output pin

[synth]
top_area_frac = 0.679
yosysCellCount = 88
synth-seq-cells = 40
yosys_warnings = 1
top_area_cell = dfrtp_1
area_leaders = dfrtp_1 68%, mux2_2 24%, nor2b_1 3.4%
synth_seq_share = 0.679
synthCells = 88
syn_area_per_cell_sq_um = 16.7
synth.distinct_cells = 9
ys_chip_area_sq_um = 1470
synth_area_sq_um = 1470

[power_and_ir_drop]
power_mw = 1.76
power.leakage_nw = 0.987
p_per_area_nw_per_um2 = 714
irDropWorstVdd_mv = 0.203

[placement]
hpwl_microns = 3230
dpl_cell_area_sq_um = 2370
place_inst = 297
port_buffers = 74
gp_congestion = 0.736
post-place-ws_ns = 0.556

[worst_hold_path]
hold_path.class = in -> async
## worst paths after layout
| kind | endpoint | depth (start not counted) | slack (ns) | start |
|---|---|---|---|---|
| max | dout[21] | 1 | 0.47 | r_LFSR[22]$_DFF_PN0_ |
| min | r_LFSR[13]$_DFF_PN0_ | 1 | 0.15 | rst_n |
| max reg2reg | r_LFSR[1]$_DFF_PN0_ | 3 | 1.12 | r_LFSR[2]$_DFF_PN0_ |
| min reg2reg | r_LFSR[37]$_DFF_PN0_ | 1 | 0.50 | r_LFSR[36]$_DFF_PN0_ |
| max in group asynchronous | r_LFSR[32]$_DFF_PN0_ | 2 | 1.39 | rst_n |
| min in group clk0 | r_LFSR[37]$_DFF_PN0_ | 1 | 0.50 | r_LFSR[36]$_DFF_PN0_ |
## cell type report
| type | instances | area [sq um] | area share |
|---|---|---|---|
| flip-flops and latches | 40 | 1000 | 0.407 |
| multi-input cells | 44 | 434 | 0.176 |
| clock buffers | 8 | 90.1 | 0.0366 |
| repair buffers | 77 | 766 | 0.311 |
| well taps | 136 | 170 | 0.0691 |
## synthesized netlist by cell type
| master | n |
|---|---|
| buf_2 | 1 |
| buf_6 | 3 |
| dfrtp_1 | 40 |
| mux2_2 | 31 |
| nand2_1 | 1 |
| nor2b_1 | 8 |
| o21ai_1 | 1 |
| xnor2_1 | 2 |
| xor2_1 | 1 |
## kinds of logic after synthesis
family	count (synthesis)	share of synthesized area
multiplexers	31	0.237
AND/OR/NAND/NOR	9	0.0365
buffers and inverters	4	0.0263
flip-flops	40	0.679
XOR/XNOR	3	0.0178
AND-OR/OR-AND	1	0.00339
## cells in the final DEF (no fill, tap or decap)
cell type,n
clkdlybuf4s50_1,72
nor2b_1,8
dfrtp_1,40
clkbuf_8,6
nand2_1,1
buf_2,2
mux2_2,31
buf_12,1
xor2_1,1
clkbuf_1,2
buf_4,2
xnor2_1,2
o21ai_1,1
## report_power, final
part | leakage (nW) | internal [mW] | switching [mW]
Combinational | 0.457 | 0.252 | 0.0831
Sequential | 0.484 | 0.844 | 0.0485
Clock | 0.0455 | 0.268 | 0.260
## layer usage
layer / global-route usage / vias up / part of all wire
met5: 0 / - / 0
met2: 0.0848 / 44 / 0.45
li1: - / 458 / -
met3: 0.0253 / 2 / 0.12
met4: 0.00576 / 0 / 0.0045
met1: 0.0676 / 476 / 0.42
Power and IR drop assume default switching activity.
