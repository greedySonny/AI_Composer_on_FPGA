`config.mk`:
```
export PLATFORM = sky130hd
export DESIGN_NAME = NN_ahbif
export DESIGN_NICKNAME = NN_ahbif
export VERILOG_FILES = /design/flow/design.v
export SDC_FILE = /design/flow/constraint.sdc
export NUM_CORES = 4
export LEC_CHECK = 1
export CORE_UTILIZATION = 50
```
`run.sh`:
```
#!/bin/bash
# OpenROAD 26Q1-2900-gdf79404cd8, Yosys 0.63+post, stock flow scripts
make -C /OpenROAD-flow-scripts/flow DESIGN_CONFIG=/design/flow/config.mk WORK_HOME=/design/flow/orfs finish
```
`constraint.sdc`:
```
current_design NN_ahbif

set clk_period 4.3
set clk_io_pct 0.2

create_clock -name clk0 -period $clk_period [get_ports {HCLK}]
create_clock -name clk1 -period $clk_period [get_ports {nn_clk}]

set non_clock_inputs [all_inputs -no_clocks]
set_input_delay [expr $clk_period * $clk_io_pct] -clock clk0 $non_clock_inputs
set_output_delay [expr $clk_period * $clk_io_pct] -clock clk0 [all_outputs]
```
`design.v`:
```
module NN_ahbif#(
)
(
    input               HCLK,
    input               HRESETn,
    input               HSEL,
    input               HWRITE,
    input   [31:0]      HADDR,
    input   [31:0]      HWDATA,
    output  [31:0]      HRDATA,
    output              HREADYOUT,
    output              HRESP,
    input               nn_clk,
    input               nn_rst,
    output  reg [7:0]   ahb_cmd,
    output  reg [31:0]  ahb_bias_addr,
    output  reg [31:0]  ahb_weight_addr,
    output  reg [31:0]  ahb_in_ch,
    output  reg [31:0]  ahb_out_ch,
    output  reg [31:0]  ahb_compensation,
    output  reg [31:0]  ahb_layer,
    output      [31:0]  random_seed,
    input       [15:0]  midi_wave,
    input               NN_result_valid,
    input       [31:0]  SR,
    output              nn_interrupt
);
    reg     [31:0]      NN_CR;
    reg     [0: 0]      NN_INT;
    reg     [31:0]      NN_BIAS_ADDR;
    reg     [31:0]      NN_WEIGHT_ADDR;
    reg     [31:0]      NN_IN_CH;
    reg     [31:0]      NN_OUT_CH;
    reg     [31:0]      NN_CMD;
    reg     [31:0]      NN_COMPENSATION;
    reg     [31:0]      NN_LAYER;
    reg     [31:0]      NN_RAND_SEED;
    reg                 hsel_r;
    reg                 hwrite_r;
    reg     [31:0]      haddr_r;
    wire                int_en;
    assign int_en = NN_CR[1];
    assign nn_interrupt = NN_INT;
    always @(posedge HCLK) hsel_r <= HSEL;
    always @(posedge HCLK) hwrite_r <= HWRITE;
    always @(posedge HCLK) haddr_r <= HADDR;
    reg [31:0] rddata_r;
    wire write_enable_00;
    wire write_enable_04;
    wire write_enable_08;
    wire write_enable_0C;
    wire write_enable_10;
    wire write_enable_14;
    wire write_enable_18;
    wire write_enable_1C;
    wire write_enable_20;
    wire write_enable_24;
    wire write_enable_28;
    assign write_enable_00 = hsel_r & hwrite_r & (haddr_r[11:2]==10'h00);
    assign write_enable_04 = hsel_r & hwrite_r & (haddr_r[11:2]==10'h01);
    assign write_enable_08 = hsel_r & hwrite_r & (haddr_r[11:2]==10'h02);
    assign write_enable_0C = hsel_r & hwrite_r & (haddr_r[11:2]==10'h03);
    assign write_enable_10 = hsel_r & hwrite_r & (haddr_r[11:2]==10'h04);
    assign write_enable_14 = hsel_r & hwrite_r & (haddr_r[11:2]==10'h05);
    assign write_enable_18 = hsel_r & hwrite_r & (haddr_r[11:2]==10'h06);
    assign write_enable_1C = hsel_r & hwrite_r & (haddr_r[11:2]==10'h07);
    assign write_enable_20 = hsel_r & hwrite_r & (haddr_r[11:2]==10'h08);
    assign write_enable_24 = hsel_r & hwrite_r & (haddr_r[11:2]==10'h09);
    assign write_enable_28 = hsel_r & hwrite_r & (haddr_r[11:2]==10'h0a);
    assign write_enable_44 = hsel_r & hwrite_r & (haddr_r[11:2]==10'h11);
    always @(posedge HCLK, negedge HRESETn) begin
        if(!HRESETn) NN_CR <= 0;
        else if(write_enable_00) NN_CR <= HWDATA;
    end
    reg NN_result_valid_keep;
    always @(posedge nn_clk, negedge HRESETn) begin
        if(!HRESETn) NN_result_valid_keep <= 0;
        else if(NN_INT) NN_result_valid_keep <= 0;
        else if(NN_result_valid) NN_result_valid_keep <= 1;
    end
    always @(posedge HCLK, negedge HRESETn) begin
        if(!HRESETn) NN_INT <= 0;
        else if(write_enable_08) NN_INT <= 0;
        else if(NN_result_valid_keep & int_en) 
            NN_INT <= 1;
    end
    always @(posedge HCLK, negedge HRESETn) begin
        if(!HRESETn) NN_RAND_SEED <= 1;
        else if(write_enable_0C) NN_RAND_SEED <= HWDATA;
    end
    always @(posedge HCLK, negedge HRESETn) begin
        if(!HRESETn) NN_BIAS_ADDR <= 0;
        else if(write_enable_10) NN_BIAS_ADDR <= HWDATA;
    end
    always @(posedge HCLK, negedge HRESETn) begin
        if(!HRESETn) NN_WEIGHT_ADDR <= 0;
        else if(write_enable_14) NN_WEIGHT_ADDR <= HWDATA;
    end
    always @(posedge HCLK, negedge HRESETn) begin
        if(!HRESETn) NN_IN_CH <= 0;
        else if(write_enable_18) NN_IN_CH <= HWDATA;
    end
    always @(posedge HCLK, negedge HRESETn) begin
        if(!HRESETn) NN_OUT_CH <= 0;
        else if(write_enable_1C) NN_OUT_CH <= HWDATA;
    end
    always @(posedge HCLK, negedge HRESETn) begin
        if(!HRESETn) NN_CMD <= 0;
        else if(write_enable_20) NN_CMD <= HWDATA;
    end
    always @(posedge HCLK, negedge HRESETn) begin
        if(!HRESETn) NN_COMPENSATION <= 0;
        else if(write_enable_24) NN_COMPENSATION <= HWDATA;
    end
    always @(posedge HCLK, negedge HRESETn) begin
        if(!HRESETn) NN_LAYER <= 0;
        else if(write_enable_28) NN_LAYER <= HWDATA;
    end
    always @(posedge HCLK, negedge HRESETn) begin
        if(!HRESETn)            rddata_r <= 0;
        else if(HSEL & (!HWRITE) & (HADDR[11:2]==10'h0))
                                rddata_r <= NN_CR;
        else if(HSEL & (!HWRITE) & (HADDR[11:2]==10'h1))
                                rddata_r <= SR;
        else if(HSEL & (!HWRITE) & (HADDR[11:2]==10'h2))
                                rddata_r <= {31'b0, NN_INT};
        else if(HSEL & (!HWRITE) & (HADDR[11:2]==10'h3))
                                rddata_r <= {16'b0, midi_wave};
    end 
    reg cmd_done;
    always @(posedge HCLK, negedge HRESETn) begin
        if(!HRESETn) cmd_done<=0;
        else if(write_enable_20) cmd_done<=0;
        else if(NN_CMD!=0) cmd_done<=1;
    end
    always @(posedge nn_clk) begin
        if(nn_rst)                              ahb_cmd <= 0;
        else if(cmd_done)                       ahb_cmd <= 0;
        else if(ahb_cmd != 0)           ahb_cmd <= 0;
        else ahb_cmd <= NN_CMD;
    end
    always @(posedge nn_clk) ahb_bias_addr <= NN_BIAS_ADDR;
    always @(posedge nn_clk) ahb_weight_addr <= NN_WEIGHT_ADDR;
    always @(posedge nn_clk) ahb_in_ch <= NN_IN_CH;
    always @(posedge nn_clk) ahb_out_ch <= NN_OUT_CH;
    always @(posedge nn_clk) ahb_compensation <= NN_COMPENSATION;
    always @(posedge nn_clk) ahb_layer <= NN_LAYER;
    assign HRDATA = rddata_r;
    assign random_seed = NN_RAND_SEED;
    assign HREADYOUT = 1;
    assign HRESP = 0;
endmodule
```
==> insert_results.sql <==
-- load yosys + openroad results
INSERT INTO impl_metrics (metric_group, metric, value, unit) VALUES
('route', 'routed_wirelength', '40600', 'µm'),
('route', 'drt_first_iter_violations', '352', ''),
('global_route', 'antenna_found_initial', '6', ''),
('pwr', 'power_per_cell_area', '487', 'nW/µm²'),
('yosys', 'synth.yosys.seq_area_share', '0.720', ''),
('pwr', 'p_total', '11.3', 'mW'),
('floorplanning', 'initial_core_util', '0.510', ''),
('route', 'routed_wire_length_per_instance', '21.3', 'µm'),
('floorplanning', 'io_pins', '386', ''),
('yosys', 'synthTopLogicFamily', 'multiplexers', ''),
('timing', 'tightestPinTransition', '0.853', 'ns'),
('yosys', 'async_flop_share', '0.604', ''),
('global_route', 'grtUsageTotal', '0.256', ''),
('timing', 'worst_slew_margin_rel', '0.426', ''),
('floorplanning', 'floorplan.die_area', '35000', 'µm²'),
('critical_path', 'cp_slowest_cell', 'nand4_1', ''),
('final_layout', 'area.combinational', '4490', 'µm²'),
('run', 'timing.max_cap.violations', '0', ''),
('yosys', 'synth_warnings', '2', ''),
('timing', 'fin_tns_setup', '0', 'ns'),
('yosys', 'mux_share', '0.231', ''),
('run_status', 'status', 'finished, final reports clean', ''),
('pwr', 'vdd_drop_max', '0.370', 'mV'),
('clock_network', 'clkSlewWorstSetupHoldPaths', '0.06', 'ns'),
('global_route', 'grt_start_max_net_pins', '119', ''),
('pwr', 'switching_share', '0.211', ''),
('global_route', 'grt_pass1_wl', '63100', 'µm'),
('global_route', 'global_route.overflow_total', '0', ''),
('route', 'n_antenna_cell', '0', ''),
('clock_network', 'cts.hold.buffers_added', '0', ''),
('clock_network', 'cts_resized', '0', ''),
('yosys', 'netlist_instances', '1010', ''),
('yosys', 'yosys.area_share.adder', '0', ''),
('final_layout', 'post-route-cell-area', '23200', 'µm²'),
('yosys', 'post_synth.cell_area_avg', '17.0', 'µm²'),
('yosys', 'xor_and_xnor_fraction_of_the_mapped_netlist_area', '0', ''),
('critical_path', 'worst_r2r_endpoint', 'NN_WEIGHT_ADDR[2]', ''),
('floorplanning', 'die_height', '187', 'µm'),
('final_layout', 'ff_latch_area', '12300', 'µm²'),
('yosys', 'ys_types', '30', ''),
('critical_path', 'crit_path_end_kind', 'flip-flop', ''),
('hold_path', 'hold_path_class', 'in2async', ''),
('yosys', 'common_cells', 'mux2_2, dfrtp_1, dfxtp_1', ''),
('yosys', 'ys_cells', '1010', ''),
('timing', 'skew', '0.0165', 'ns'),
('pwr', 'power_frac_seq', '0.473', ''),
('global_route', 'grt_pass1_vias', '10309', ''),
('pwr', 'cell_internal_pwr', '8.92', 'mW'),
('placement', 'dpl.hpwl', '25400', 'µm'),
('timing', 'grt_setup_unrepaired', 'false', ''),
('timing', 'final-max-slew-violation-count', '0', ''),
('critical_path', 'startpoint', 'haddr_r[9]', ''),
('critical_path', 'path_cells', 'nor4_4, nand4_1, buf_4, mux2_2', ''),
('floorplanning', 'die-width', '187', 'µm'),
('critical_path', 'r2r_slack', '1.55', 'ns'),
('yosys', 'compound_area_frac', '0.00899', ''),
('clock_network', 'postCtsSetupBuffers', '0', ''),
('yosys', 'yosys-stat-area', '17100', 'µm²'),
('route', 'drt_pre_antenna_iters', '4', ''),
('final_layout', 'drive_above_1_share', '0.313', ''),
('placement', 'dpl_cell_area', '21100', 'µm²'),
('yosys', 'netlist.top_cell.by_area', 'dfrtp_1', ''),
('yosys', 'combined_area_of_all_synthesized_cells', '17100', 'µm²'),
('pwr', 'clockPowerShare', '0.472', ''),
('yosys', 'area_leaders', 'dfrtp_1, dfxtp_1, mux2_2, buf_6, mux2i_1', ''),
('run', 'warnings', '53', ''),
('critical_path', 'r2r_cells', '4', ''),
('yosys', 'post-synth-top-area-fraction', '0.470', ''),
('critical_path', 'critPathMaxStageDelay', '0.77', 'ns'),
('route', 'postRouteAntennaNets', '0', ''),
('critical_path', 'worst_r2r_startpoint', 'haddr_r[9]', '');
==> critical path: cells and delay by family (launching register included) <==
| kind | cells | cell delay (ns) |
|---|---|---|
| mux | 1 | 0.33 |
| flops | 1 | 0.32 |
| simple gates | 2 | 1.38 |
| buf+inv | 1 | 0.56 |
==> placed cells by master, fill, tap and decap left out, types with 2 or more instances in the layout <==
| cell type | synthesis | routed |
|---|---|---|
| nand4_1 | 10 | 10 |
| mux2_2 | 335 | 335 |
| nor4_1 | 10 | 10 |
| buf_4 | 2 | 17 |
| inv_6 | 0 | 2 |
| bufinv_16 | 0 | 3 |
| and4b_1 | 2 | 2 |
| clkdlybuf4s50_1 | 0 | 357 |
| clkbuf_1 | 10 | 16 |
| buf_12 | 0 | 2 |
| nor2_1 | 21 | 21 |
| a22o_1 | 15 | 15 |
| dfxtp_1 | 212 | 212 |
| clkbuf_16 | 0 | 64 |
| dfrtp_1 | 322 | 322 |
| conb_1 | 2 | 2 |
| buf_2 | 9 | 2 |
| nor2b_1 | 2 | 2 |
| mux2i_1 | 16 | 16 |
| and2_1 | 8 | 8 |
| or4_1 | 2 | 2 |
| clkbuf_8 | 0 | 21 |
| clkinv_2 | 0 | 4 |
==> layer usage <==
| metal | track usage | up-vias | share of wire |
|---|---|---|---|
| met5 | 0 | - | 0.0017 |
| met4 | 0.0653 | 10 | 0.032 |
| met3 | 0.0969 | 96 | 0.086 |
| met2 | 0.380 | 299 | 0.47 |
| met1 | 0.381 | 4952 | 0.41 |
| li1 | - | 4372 | - |
==> power groups by stage <==
stage	combinational [mW]	sequential, mW	clock (mW)
4_1_cts	0.634	5.35	5.49
5_1_grt	0.673	5.38	5.68
6_report	0.618	5.35	5.34
==> logic make-up (layout without fill, tap and decap cells) <==
logic type             count (synthesis)  count (layout)
other                                  2               2
muxes                                352             352
DFF                                  535             535
AOI/OAI and AO/OA                     18              18
buffers and inverters                 41             490
and+or+nand+nor                       62              62
==> how the worst max path moves through the flow <==
| stage | endpoint | slack [ns] |
|---|---|---|
| after CTS | NN_WEIGHT_ADDR[2] | 1.56 |
| after global routing | NN_WEIGHT_ADDR[28] | 1.48 |
| final | NN_WEIGHT_ADDR[2] | 1.55 |
==> metrics by stage <==
step / util / hold WS (ns) / instances
6_report: 0.691 / 0.282 / 1907
5_1_grt: 0.691 / 0.289 / 1907
4_1_cts: 0.691 / 0.283 / 1907
3_5_place_dp: 0.629 / 0.349 / 1796
3_3_place_gp: 0.629 / 0.347 / 1796
2_1_floorplan: - / 0.342 / 1010
==> area by class of cell <==
cell class | instances | share of cell area
Sequential cell | 535 | 0.531
Clock inverter | 10 | 0.00582
Tap cell | 448 | 0.0241
Multi-Input combinational cell | 434 | 0.193
Timing Repair Buffer | 379 | 0.162
Clock buffer | 101 | 0.0840
Power and IR drop assume default switching activity.
