File: ./run.sh
#!/bin/bash
# OpenROAD 26Q1-2900-gdf79404cd8, Yosys 0.63+post, stock flow scripts
make -C /OpenROAD-flow-scripts/flow DESIGN_CONFIG=/design/flow/config.mk WORK_HOME=/design/flow/orfs finish
File: ./config.mk
export PLATFORM = sky130hd
export DESIGN_NAME = gru
export DESIGN_NICKNAME = gru
export VERILOG_FILES = /design/flow/design.v
export SDC_FILE = /design/flow/constraint.sdc
export NUM_CORES = 4
export LEC_CHECK = 1
export CORE_UTILIZATION = 40
export SYNTH_MEMORY_MAX_BITS = 65536
File: ./constraint.sdc
current_design gru

set clk_period 103.6
set clk_io_pct 0.2

create_clock -name clk0 -period $clk_period [get_ports {clk}]

set non_clock_inputs [all_inputs -no_clocks]
set_input_delay [expr $clk_period * $clk_io_pct] -clock clk0 $non_clock_inputs
set_output_delay [expr $clk_period * $clk_io_pct] -clock clk0 [all_outputs]
File: ./design.v
module gru
#(
    parameter DW                    = 16,
    parameter BATCH_LENGTH          = 16,
    parameter DW_MEM                = 256,
    parameter INPUT_CHANNEL         = 288,
    parameter OUTPUT_CHANNEL        = 256
)(
    input                               clk,
    input                               rst_n,
    input                               en,
    input       [DW_MEM-1:0]            wdata,
    input                               write,
    input       [3:0]                   sel,
    input       [9:0]                   addr,
    output  reg [DW*BATCH_LENGTH-1:0]   weight_out,
    input       [9:0]                   bias_out_addr,
    output  reg [DW-1:0]                bias_out,
    output      [DW*BATCH_LENGTH-1:0]   data_out
);
    localparam  SEL_NONE        = 0,
                SEL_BIAS        = 1,
                SEL_WEIGHT      = 2;
    (* ram_style="block" *)reg     [DW_MEM-1:0]            param_weight_mem[0:(INPUT_CHANNEL*DW/DW_MEM)-1];
    (* ram_style="block" *)reg     [DW_MEM-1:0]            param_bias_mem[0:(OUTPUT_CHANNEL*DW/DW_MEM)-1];
            always @(posedge clk) 
                if(en & write & (sel==SEL_BIAS)) 
                    param_bias_mem[addr] <= wdata;
    always @(posedge clk) 
        bias_out <= param_bias_mem[bias_out_addr[9:4]][(15-bias_out_addr[3:0])*16+:16];
        always @(posedge clk) 
            if(en & write & (sel==SEL_WEIGHT)) 
                param_weight_mem[addr] <= wdata;
    always @(posedge clk) begin
        if(sel==SEL_WEIGHT) weight_out <= param_weight_mem[addr];
        else weight_out <= 0;
    end
endmodule
==> changes_impl.md <==
## Flow update

* Status: complete, no violations
* TritonCTS Buffers at 886
* Clock Path Buffers at 4
* Syn_area_per_cell at 23.2 um^2
* Worst hold path cell count at 2
* CTS H-tree lvls at 6
* First-pass GRT wire length at 1230 mm
* Pins Over Slew Limit at 0
* RR Endpoint: bias_out[11]$_DFF_P_
* DR pass1 iterations at 7
* Chip area at 854000 um^2
* Antenna violations before repair at 35
* Worst EP arrival at 28.41 ns
* Post-synth EDFFs at 8704
* Fraction of layout cells with a size suffix above 1 at 24.6%
* Hold wc startpoint: param_weight_mem[16][14]$_DFFE_PP_
* Number of vias per cell at 5.57
* OpenROAD warnings at 34
* Max Freq at 0.0366 GHz
* Max-slew headroom at 11.8%
* Endpoint, Worst Hold: weight_out[14]$_SDFF_PP0_
* Setup-failing EPs final at 0
* Via count at 157000
* CTS hold repair buffers at 0
* FFs w/ async S/R, synth at 0%
* Reg2Reg Depth at 8
* Most frequent cells in the layout: edfxtp_1 (8704), mux4_2 (1929), clkbuf_16 (894)
* Placeable Area at 848000 um^2
* Placed cell count at 26500
* GRT Util Overall at 22.1%
* # DRC at 0
* Unique masters post-synth at 74
* Die width at 924 um
* Syn Inst Count at 14700
* CTS tree: yes
* Routability cong. at 0.821
* Setup ws final at 76.28 ns
* Fin crit share at 26.4%
* Critical Path Fanout Max at 57
* Pwr dens at 19.2 nW/um^2
* Final-report hold violation count at 0
* Vias in the first global route at 172000
* R2R Setup Slk at 100.30 ns
* Dominant logic cell type in the layout: edfxtp_1
* Tightest Pin Transition at 1.32 ns
* Non-Filler Instances at 28200
* Post-synthesis cell area at 340000 um^2
* Syn. warnings at 257
* Setup_tns at 0 ns
* Buffers on Ports at 547
* Max cap viols at 0
* Tmin final at 27.32 ns
* Largest net degree at the start of global routing at 92
* Reg-to-reg startpoint: param_bias_mem[15][251]$_DFFE_PP_
* Clk root buf: clkbuf_16
* Type of origin of the critical path: input port
* Post-Route Skew at 0.0800 ns
* Clock Pin Slew Worst Setup and Hold Paths at 0.06 ns
* Clock latency (worst-skew pair) at 1.20 ns
* Crit. End Element: flip-flop
* Layout area overhead at 14.6%
* Core utilization before placement at 40.2%
* Main flop type: edfxtp_1
* Crit path kind: input port to flip-flop
* Setup WS pre-CTS at 74.89 ns
* Crit path required time at 104.69 ns
* Detailed Place HPWL at 502 mm
* RSZ-0062 raised after global routing: false
* P_leak at 124 nW
* # resized after CTS at 0
* Chip Area, Yosys at 340000 um^2
* Top-Level Pins at 812
* Row count at 338
* HP Class: flip-flop to flip-flop
* Post-Route WL at 857 mm
* Clock Sinks at 8976
* Sequential area share after synthesis at 78.4%
* DRT iter0 DRCs at 9264
* Routed Antenna Nets at 0
* Post CTS Setup Buffer Count at 0
* Flops after synth at 8976
* Die height at 924 um
* Maximum vdd ir drop at 0.0245 mV
* Gr ovfl total at 0
* Cell count in the Yosys report at 14700
* Drt wl/cell at 30.4 um
## final cells by class
type                       instances  area [um^2]
timing repair buffer            1398        12200
antenna                           17         42.5
multi-input combinational       4892        68000
inverter                           3         23.8
fill                           68700       457000
clock buffer                    1132        23700
sequential                      8976       267000
clock inverter                   520         5300
tap                            11200        14000
## per-layer routing
metal / part of all wire (%) / track usage, %
met1: 32 / 26.7
met2: 47 / 32.4
met3: 18 / 17.7
met4: 2.6 / 4.60
met5: 0.070 / 0.529
## worst max-delay path, cell delays in order
cell     delay [ns]
buf_16         0.25
buf_4          0.80
buf_4          0.62
buf_4          0.56
buf_4          0.58
buf_4          0.71
buf_4          0.49
buf_4          0.60
buf_4          0.66
mux2i_1        0.18
o22ai_1        0.26
nor2_1         0.11
a21oi_1        0.18
o22ai_1        0.16
nor4_1         0.83
buf_4          0.27
o311a_1        0.21
## flip-flops by register name, indices dropped and copies added (netlist names)
signal	count
weight_out	256
bias_out	16
param_weight_mem	4608
param_bias_mem	4096
## synthesized netlist by cell type, types with 9 or more instances
| library cell | number | share of area (%) |
|---|---|---|
| a2111oi_0 | 10 | 0.026 |
| a211oi_1 | 275 | 0.61 |
| a21oi_1 | 159 | 0.23 |
| a221oi_1 | 24 | 0.062 |
| a22o_1 | 27 | 0.069 |
| a22oi_1 | 41 | 0.090 |
| a31oi_1 | 9 | 0.017 |
| buf_1 | 80 | 0.088 |
| buf_12 | 15 | 0.088 |
| buf_2 | 157 | 0.23 |
| buf_4 | 296 | 0.65 |
| buf_6 | 64 | 0.21 |
| buf_8 | 59 | 0.26 |
| clkbuf_1 | 376 | 0.41 |
| dfxtp_1 | 272 | 1.6 |
| edfxtp_1 | 8704 | 77 |
| mux2_2 | 22 | 0.073 |
| mux2i_1 | 861 | 2.5 |
| mux4_1 | 158 | 1.2 |
| mux4_2 | 1929 | 13 |
| nand2_1 | 68 | 0.075 |
| nand2b_1 | 14 | 0.026 |
| nand3_1 | 16 | 0.024 |
| nor2_1 | 372 | 0.41 |
| nor2b_1 | 10 | 0.018 |
| nor3_1 | 96 | 0.14 |
| nor4_1 | 28 | 0.051 |
| o21ai_0 | 49 | 0.072 |
| o221ai_1 | 202 | 0.52 |
| o22ai_1 | 169 | 0.31 |
## per-stage QoR
step           power (mW)  cell area [um^2]  utilization (%)  hold WS [ns]
2_1_floorplan        4.25            341000                -         0.580
3_3_place_gp         4.40            361000             42.6         0.592
3_5_place_dp         4.40            361000             42.6         0.598
4_1_cts              7.56            390000             46.0         0.572
5_1_grt              7.71            390000             46.0         0.620
6_report             7.49            390000             46.0         0.565
## cells by family (layout without fill, tap and decap cells)
| kind of cell | count (synthesis) | in the layout | share of synthesized area, % |
|---|---|---|---|
| AND/OR/NAND/NOR | 650 | 650 | 0.841 |
| AND-OR/OR-AND | 1016 | 1016 | 2.15 |
| flip-flops | 8976 | 8976 | 78.4 |
| buffers and inverters | 1070 | 3053 | 2.01 |
| other | 1 | 273 | 0.00110 |
| multiplexers | 2970 | 2970 | 16.6 |
## where the power goes
group          internal (mW)  switching [mW]  total [mW]
logic                  0.128           0.198       0.327
clock network           1.79            1.38        3.17
registers               3.98         0.00631        3.99
total                   5.91            1.58        7.49
## worst max-delay path by stage
stage                 from              endpoint  cells past startpoint
4_1_cts   bias_out_addr[4]  bias_out[11]$_DFF_P_                     17
5_1_grt   bias_out_addr[4]  bias_out[11]$_DFF_P_                     17
6_report  bias_out_addr[4]  bias_out[11]$_DFF_P_                     17
No activity file was given, so power comes from the tool's default toggle rates.
